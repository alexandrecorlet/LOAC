--- flow/design.v ---
parameter NUM_BITS = 4;					 
module mod_16_synchronous_counter(
  input logic clk, reset, count_down, 	 
  output logic [NUM_BITS-1 : 0] Saida	 
);
  always_ff @(posedge clk) begin
    if (reset)
      if (count_down)
        Saida <= 15;					 
      else
        Saida <= 0;						 
    else
      if (count_down)
        Saida <= Saida - 1;				 
      else
        Saida <= Saida + 1;				 
  end
endmodule 
--- flow/run.sh ---
#!/bin/bash
# OpenROAD 26Q1-2900-gdf79404cd8, Yosys 0.63+post, stock flow scripts
make -C /OpenROAD-flow-scripts/flow DESIGN_CONFIG=/design/flow/config.mk WORK_HOME=/design/flow/orfs finish
--- flow/config.mk ---
export PLATFORM = sky130hd
export DESIGN_NAME = mod_16_synchronous_counter
export DESIGN_NICKNAME = mod_16_synchronous_counter
export VERILOG_FILES = /design/flow/design.v
export SDC_FILE = /design/flow/constraint.sdc
export NUM_CORES = 4
export LEC_CHECK = 1
export CORE_AREA = 10 10 70 70
export DIE_AREA = 0 0 80 80
--- flow/constraint.sdc ---
current_design mod_16_synchronous_counter

set clk_period 1.6
set clk_io_pct 0.2

create_clock -name clk0 -period $clk_period [get_ports {clk}]

set non_clock_inputs [all_inputs -no_clocks]
set_input_delay [expr $clk_period * $clk_io_pct] -clock clk0 $non_clock_inputs
set_output_delay [expr $clk_period * $clk_io_pct] -clock clk0 [all_outputs]
==> deck_impl_summary.md <==
Run Summary

STA
  • Final worst path period share: 0.927
  • Final Hold Fails: 0
  • Final worst path period need: roughly 1500 ps
  • Setup TNS Final: 0 ps
  • Achievable Freq: just under 700 MHz
  • Slew Limit Fails: 0
  • Least-Margin Pin Slew: ~200 ps
  • RSZ-0062 raised after global routing: false
  • Final Skew: 1.12 ps
  • # setup viols final: 0
  • Slew HR: 0.867

Critical path
  • Crit path buf inv count: 1
  • Crit path DAT: about 1200 ps
  • Top cell family by delay on the critical path: buffers and inverters
  • Critical path peak fanout: 7
  • Critical Path Source Type: flip-flop
  • CP Cell Sequence: clkdlybuf4s50_1
  • CP Data Required Time: between 1000 and 1500 ps
  • Critical path class: flip-flop to primary output
  • Slowest CP cell: clkdlybuf4s50_1
  • Setup crit end kind: primary output
  • Crit path largest cell delay: between 500 and 600 ps

Die
  • Die area: around 6400 um2
  • Die Width: 80 um
  • Init Core Util: 0.0784
  • Die Y: about 80 um
  • I/O pin count: 7
  • Row count: 21
  • Core footprint: roughly 3400 um2

CTS
  • Post-CTS Setup Bufs: 0
  • Clock-pin slew on the worst setup and hold paths: about 30 ps
  • H-tree depth: 1
  • Clk buf depth: 2
  • CTS tree: yes
  • Late-Pin Clk Latency: 230 ps
  • CTS buffer count: 3
  • Post-CTS Hold Fix Bufs: 0
  • CTS sink cnt: 4
  • CTS root buf: clkbuf_4

Route
  • DRT Pass-1 Iters: 4
  • Avg WL per Cell: about 7.3 um
  • # diodes: 0
  • DRC violations left: 0
  • Via Count: between 200 and 300
  • Vias per inst: ~2.9
  • Drt first-iter violations: 3
  • Routed Wire Length: about 640 um
  • Final ANT Viol Nets: 0

Global routing
  • GRT Total Usage: 0.0202
  • Grt met3 use: 0.00909
  • Met1 usage: 0.0160
  • Largest net degree at the start of global routing: 8
  • Total global routing overflow: 0
  • M2 GR Usage: 0.0401
  • Vias in the first global route: between 200 and 300
  • First-pass GRT wire length: about 1000 um
  • Initial antenna violation count: 0
  • Layer with the highest usage: met2

Synth
  • Synth Area per Inst: 9.23 um2
  • YS warnings: 1
  • Mapped Area: 268 um2
  • Synth Seq Share: 0.299
  • Cells after Synth: 29
  • Cell variety after synth: 15
  • Ys cells: 29
  • Flops after synth: 4
  • Yosys Chip Area: ~270 um2

Cells and area
  • Final cell count without fillers: a little under 90
  • Most flop-heavy register: Saida
  • P&R area growth vs syn: 63.1%
  • Max reg flops: 4
  • Top Registers: Saida (4)
  • Top cell excl fill/tap: clkdlybuf4s50_1
  • Most frequently placed logic cells in the final layout: 5 x clkdlybuf4s50_1, 4 x dfxtp_1, 4 x inv_1, 4 x a21oi_1, 4 x buf_4
  • Share of layout cells above drive strength 1: 0.238

Outcome
  • Status: complete, no violations

Placed design
  • Placer congestion estimate: 0.787
  • Cell Count Post-Placement: 85
  • IO Port Bufs: 6

Run
  • Tool warning count: 25
  • Max Cap Viol: 0

Pwr
  • VDD IR-drop max: between 0.0002 and 0.00025 V
  • LEAKAGE: between 0.00015 and 0.0002 uW
  • Power density cells: between 900 and 1000 nW/um2

Worst hold path
  • Tightest Hold Check Type: flip-flop to flip-flop
per-layer routing:
layer,routed length (um),vias up
met5,0,-
met4,0,0
met3,27,0
met2,394,3
met1,218,115
li1,-,133
cell usage after synthesis (all sizes together):
master / instances / area share
nand4: 1 / 0.023
a21oi: 5 / 0.11
dfxtp: 4 / 0.30
nand3: 1 / 0.019
o211ai: 1 / 0.047
nor3b: 3 / 0.084
a311o: 1 / 0.037
ha: 2 / 0.093
mux2: 1 / 0.042
inv: 4 / 0.056
a2111o: 1 / 0.042
fa: 1 / 0.075
nor2: 3 / 0.042
xor2: 1 / 0.033
where the power goes:
group | switching [uW] | total (uW) | internal [uW]
clock | 35.0 | 118 | 83.5
combinational | 65.2 | 165 | 100
sequential | 20.2 | 141 | 121
metrics by stage:
step	area, um2	util	total power, uW	setup WS, ps	hold slack (ps)
after global placement	415	0.122	306	-263	509
final	437	0.128	425	117	511
after detailed placement	415	0.122	312	-285	509
after global routing	437	0.128	461	46.3	566
after CTS	437	0.128	437	85.2	518
after floorplan	268	-	228	308	458
area by class of cell:
cell class              count  area (um2)
fillers                   396        2980
inverters                   4        15.0
flip-flops and latches      4        80.1
clock buffers               3        22.5
well taps                  46        57.6
repair buffers             10        88.8
multi-input cells          21         173
final timing paths:
kind,from,end,slack (ps),depth (start not counted)
worst max-delay path,Saida[3]$_DFF_P_,Saida[3],120,1
worst min-delay path,Saida[0]$_DFF_P_,Saida[0]$_DFF_P_,510,1
worst max register to register,Saida[2]$_DFF_P_,Saida[3]$_DFF_P_,270,4
worst min register to register,Saida[0]$_DFF_P_,Saida[0]$_DFF_P_,510,1
cell families after synthesis:
logic type | synth area share
and+or+nand+nor | 0.168
DFF | 0.299
muxes | 0.0421
adders and majority gates | 0.168
xor gates and xnor gates | 0.0327
AOI/OAI and AO/OA | 0.234
buffers and inverters | 0.0561
what timing repair did:
item,4_1_cts,5_1_grt
endpoints found under the setup margin,1,0
endpoints found under the hold margin,0,0
resized,1,0
Power and IR drop assume default switching activity.
