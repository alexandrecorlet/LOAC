===== /design/flow/design.v =====
parameter NUM_BITS = 8;						 
module ula(
  input signed [NUM_BITS-1:0] A, B,			 
  input logic [1:0] F,						 
  output signed [NUM_BITS-1:0] Saida,		 
  output logic FLAG_O						 
);
  always_comb begin
    FLAG_O <= 0;		 
    case (F)
      2'b00: 
        Saida <= A & B;
      2'b01:
        Saida <= A | B;
      2'b10: begin
        Saida <= A + B;
        FLAG_O <= Saida[NUM_BITS-1] & ~(A[NUM_BITS-1]) & ~(B[NUM_BITS-1]);
      end
      2'b11: begin
        Saida <= A - B;
        FLAG_O <= ~Saida[NUM_BITS-1] & A[NUM_BITS-1] & B[NUM_BITS-1];
      end
    endcase
  end
endmodule

===== /design/flow/run.sh =====
#!/bin/bash
# OpenROAD 26Q1-2900-gdf79404cd8, Yosys 0.63+post, stock flow scripts
make -C /OpenROAD-flow-scripts/flow DESIGN_CONFIG=/design/flow/config.mk WORK_HOME=/design/flow/orfs finish

===== /design/flow/config.mk =====
export PLATFORM = sky130hd
export DESIGN_NAME = ula
export DESIGN_NICKNAME = ula
export VERILOG_FILES = /design/flow/design.v
export SDC_FILE = /design/flow/constraint.sdc
export NUM_CORES = 4
export LEC_CHECK = 1
export CORE_AREA = 10 10 82 82
export DIE_AREA = 0 0 92 92

===== /design/flow/constraint.sdc =====
current_design ula

set clk_period 10.3
set clk_io_pct 0.2

create_clock -name clk0 -period $clk_period

set non_clock_inputs [all_inputs -no_clocks]
set_input_delay [expr $clk_period * $clk_io_pct] -clock clk0 $non_clock_inputs
set_output_delay [expr $clk_period * $clk_io_pct] -clock clk0 [all_outputs]

==> out/metrics.yaml <==
run_status:
  outcome: "complete, no violations"
route:
  route.detailed.wl_per_inst_um: 10.8
  drt_pre_antenna_iters: 4
  vias_per_cell: 3.77
  wirelength_mm: 2.10
  detailroute.via_count: 732
  iteration_0_drc_markers: 35
  final_antenna_net_count: 0
  detail_route.antenna_diodes: 0
  remaining_drc_errors: 0
die:
  core_area_sq_um: 5070
  die-area_sq_um: 8460
  fp_util_pct: 13.7
  chipHeight_um: 92
  die.size.x_um: 92
  floorplan.io_pins: 27
  core.rowCount: 26
final_timing:
  grt_setup_unrepaired: "false"
  timing_worst_slew_pin_value_ns: 0.484
  timing.fmax_ghz: 0.137
  tns_ns: 0
  final_period_minus_worst_setup_slack_ns: 7.30
  fin_crit_sh_pct: 70.8
  timing_hold_violations_final: 0
  timing_max_transition_violations_final: 0
  maxSlewHeadroom_pct: 67.6
  total_of_endpoints_with_negative_setup_slack_in_the_final_report: 0
job:
  max_cap_violations: 0
  tool_warnings: 34
synth:
  cell_count_after_synthesis: 101
  yosys.stat.seqShare_pct: 0
  syn_avg_cell_area_sq_um: 6.89
  synth_stat.cells: 101
  syn-cell-area_sq_um: 696
  ys_chip_area_sq_um: 696
  synthDominantCellAreaShare_pct: 18.0
  synthTopCellsByArea: "sky130_fd_sc_hd__ha_1, sky130_fd_sc_hd__xnor2_1, sky130_fd_sc_hd__maj3_1"
  post_synth_most_frequent_cells: "sky130_fd_sc_hd__nand2_1, sky130_fd_sc_hd__ha_1, sky130_fd_sc_hd__inv_1"
  most_common_cell: "sky130_fd_sc_hd__nand2_1"
  synth_top_cell_by_area: "sky130_fd_sc_hd__ha_1"
  post_synth_num_cell_types: 32
  synth.yosys.warnings: 5
clock_tree:
  cts_resized: 0
  holdBufCountCts: 0
  post_cts.repair.setup_buffers: 0
setup_path:
  crit_slowest_cell: "sky130_fd_sc_hd__clkdlybuf4s50_1"
  cp_max_fo: 12
  end_kind: "primary output"
  cp.required_ns: 8.24
  worstSetupStartpointType: "primary input"
  critical_path_buf_inv_count: 2
  critical_path.most_common_cell: "sky130_fd_sc_hd__clkdlybuf4s50_1"
  cp.arrival_ns: 5.24
  critical_path.top_delay_family: "buffers and inverters"
  worst-setup-path-type: "in -> out"
  timing.critical_path.slowest_cell_delay_ns: 0.77
  cp_cell_sequence: "clkdlybuf4s50_1, and2_1, nor2_1, xnor2_1, ha_1, nor2b_1, o21ai_1, a21boi_0, or4_1, nand3_1, clkdlybuf4s50_1"
global_route:
  grt.overflow.total: 0
  grt_max_degree: 13
  grt_first_pass_wirelength_mm: 3.77
  antenna_found_initial: 0
  grt_pass1_vias: 740
  track_usage_pct: 5.18
power_and_ir_drop:
  combPwrFrac_pct: 100.0
  sequentialPowerShare_pct: 0
  p_switching_mw: 0.0269
  pwr-share-clk_pct: 0
  p_sw_share_pct: 44.6
  p_per_cell_area_nw_per_um2: 58.4
  cellInternalPower_mw: 0.0333
  irDropWorstVdd_mv: 0.0113
  static_leakage_nw: 0.399
  total_power_mw: 0.0602
hold_path:
  hp-class: "in -> out"
layout:
  nFlopsAndLatches: 0
  clock_buffer_count: 0
  filler_cell_count: 595
  post-route-cell-area_sq_um: 1030
  final-comb-area_sq_um: 636
  area.growth.synth_to_final_pct: 48.2
  final_util_pct: 20.3
  final_layout_size_suffix_gt1_share_pct: 3.23
  sequential_cell_area_sq_um: 0
placement:
  gpl.final_weighted_congestion: 0.798
  port_buffers: 27
  dpl-instance-area_sq_um: 1030
  hpwlAfterDp_mm: 1.86
-- final cells by class --
| cell class | count | share of cell area, % |
|---|---|---|
| Timing Repair Buffer | 27 | 26.2 |
| Tap cell | 70 | 8.50 |
| Multi-Input combinational cell | 87 | 61.7 |
| Inverter | 10 | 3.64 |
-- power by group through the flow --
stage,combinational (mW),clock [mW],sequential (mW)
after CTS,0.0614,0,0
after global routing,0.0691,0,0
final,0.0602,0,0
-- layout by cell type, fill, tap and decap left out --
master / count
sky130_fd_sc_hd__mux2_2: 1
sky130_fd_sc_hd__a21boi_0: 1
sky130_fd_sc_hd__nand4_1: 1
sky130_fd_sc_hd__o21ai_0: 6
sky130_fd_sc_hd__clkdlybuf4s50_1: 27
sky130_fd_sc_hd__a21oi_2: 1
sky130_fd_sc_hd__a21oi_1: 8
sky130_fd_sc_hd__a31oi_1: 2
sky130_fd_sc_hd__a21o_1: 1
sky130_fd_sc_hd__or4_1: 1
sky130_fd_sc_hd__nor3_1: 2
sky130_fd_sc_hd__xor2_1: 3
sky130_fd_sc_hd__nor2_1: 8
sky130_fd_sc_hd__mux2i_1: 1
sky130_fd_sc_hd__o21ai_1: 1
sky130_fd_sc_hd__o311ai_1: 1
sky130_fd_sc_hd__or3_1: 1
sky130_fd_sc_hd__nor4_2: 1
sky130_fd_sc_hd__nand3_1: 3
sky130_fd_sc_hd__xnor2_1: 8
sky130_fd_sc_hd__nor2b_1: 1
sky130_fd_sc_hd__maj3_1: 6
sky130_fd_sc_hd__inv_1: 10
sky130_fd_sc_hd__and2_1: 1
sky130_fd_sc_hd__nand2_1: 12
sky130_fd_sc_hd__o2111ai_1: 1
sky130_fd_sc_hd__nor3_4: 1
sky130_fd_sc_hd__nand3b_1: 1
sky130_fd_sc_hd__ha_1: 10
sky130_fd_sc_hd__fa_1: 1
sky130_fd_sc_hd__o31ai_1: 2
-- logic make-up (layout without fill, tap and decap cells) --
logic type | count (synthesis) | count (layout) | share of synthesized area [%]
muxes | 2 | 2 | 3.06
AOI/OAI and AO/OA | 24 | 24 | 20.7
buffers and inverters | 14 | 37 | 8.63
adders and majority gates | 17 | 17 | 29.5
xor gates and xnor gates | 11 | 11 | 13.9
and+or+nand+nor | 33 | 33 | 24.3
-- routing by layer --
metal / wire, um / vias to the layer above / share of wire (%) / track usage, %
met4: 0 / 0 / 0 / 0
met1: 1030 / 313 / 49 / 7.25
li1: - / 402 / - / -
met5: 0 / - / 0 / 0
met3: 91 / 0 / 4.3 / 0.659
met2: 973 / 17 / 46 / 8.82
-- through the flow --
step | hold WS [ns] | setup slack, ns | cells
after floorplan | 4.23 | 4.49 | 101
after global placement | 5.22 | 3.02 | 194
after detailed placement | 5.22 | 2.99 | 194
after CTS | 5.22 | 2.98 | 194
after global routing | 5.26 | 2.69 | 194
final | 5.19 | 3.00 | 194
-- path summary, 6_finish.rpt --
path	cells after the start	endpoint	startpoint
setup / recovery	11	Saida[6]	F[0]
hold / removal	4	FLAG_O	A[7]
Power and IR drop assume default switching activity.
