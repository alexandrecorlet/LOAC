==> design/flow/design.v <==
parameter NUM_BITS = 8;	 
module somador(
  input logic signed [NUM_BITS-1:0] A, B,
  output logic signed [NUM_BITS-1:0] S,
  output logic Z, N, P
  );
  always_comb begin
    S <= A + B;
    Z <= S == 0;
    N <= S[NUM_BITS-1];
    P <= S[0] == 0;
  end
endmodule
==> design/flow/run.sh <==
#!/bin/bash
# OpenROAD 26Q1-2900-gdf79404cd8, Yosys 0.63+post, stock flow scripts
make -C /OpenROAD-flow-scripts/flow DESIGN_CONFIG=/design/flow/config.mk WORK_HOME=/design/flow/orfs finish
==> design/flow/config.mk <==
export PLATFORM = sky130hd
export DESIGN_NAME = somador
export DESIGN_NICKNAME = somador
export VERILOG_FILES = /design/flow/design.v
export SDC_FILE = /design/flow/constraint.sdc
export NUM_CORES = 4
export LEC_CHECK = 1
export CORE_AREA = 10 10 70 70
export DIE_AREA = 0 0 80 80
==> design/flow/constraint.sdc <==
current_design somador

set clk_period 4.9
set clk_io_pct 0.2

create_clock -name clk0 -period $clk_period

set non_clock_inputs [all_inputs -no_clocks]
set_input_delay [expr $clk_period * $clk_io_pct] -clock clk0 $non_clock_inputs
set_output_delay [expr $clk_period * $clk_io_pct] -clock clk0 [all_outputs]
==> Slide: Implementation Results <==
Run Summary

Cells and area
  • # clk buffers: 0
  • Number of fill cells: about 390
  • Registers: 0
  • Layout cells sized above 1: 13.0%
  • Reg area: 0 sq um
  • Synth-to-Final Area Change: 78.8%
  • Final Util: 21.3%

Hold path
  • Hold_sp: B[0]
  • Worst Hold End: P
  • Hold Crit Depth: 4
  • HP Class: input port to output pin

GRT
  • Initial antenna violation count: 0
  • Largest net degree at the start of global routing: 7
  • GRT Overall Usage: under 10%
  • Number of global-route vias before repair: between 400 and 500
  • First-pass GRT wire length: 2090 microns
  • Grt total ovfl: 0

Yosys
  • Simple share: 22.2%
  • Synth cell count leaders: ha_1 (7), a21oi_1 (4), nor2_1 (3), xor2_1 (3)
  • Seq share, synth: 0%
  • Mapped Cells: ~43
  • Ao+oa area frac: 41.2%
  • Dominant comb cell: AND-OR/OR-AND gates
  • Count of cell types in the netlist: 26
  • Adder Area Share: 26.5%
  • Number of cells in Yosys stat: about 43
  • Synth Warn #: 1
  • Mux area share: 0%
  • XOR/XNOR Area Share: 6.46%
  • Biggest area cells: ha_1 (22%), a221oi_4 (6.5%), o311ai_4 (6.5%), xor2_1 (6.5%), a211oi_4 (4.9%)
  • Dominant cell type by area after synthesis: ha_1
  • Yosys stat chip area: approximately 410 sq um
  • Syn Std Cell Area: ~400 sq um
  • Syn avg cell area: roughly 9.5 sq um
  • Yosys top cell area share: between 20% and 30%
  • Synth top cell by count: ha_1

Floorplanning
  • DIE HEIGHT: approximately 80 microns
  • Die Size: 0.00640 sq mm
  • Initial core utilization: 11.9%
  • Die X: around 80 microns
  • Row count: 21
  • Area of the core: about 0.0034 sq mm
  • I/O Pins: 27

Timing
  • Tcrit/Tclk final: between 90% and 100%
  • Fin crit period: roughly 4400 ps
  • Final hold vios: 0
  • Final tally of setup violations: 0
  • Worst Tran Pin Value: 347 ps
  • Slew headroom: 76.8%
  • Final tally of max-slew violations: 0
  • RSZ-0062 raised after global routing: no
  • Setup TNS: 0 ps
  • Fmax: around 0.23 GHz

Pwr
  • Clk pwr share: 0%
  • Net Switching: around 0.000036 W
  • Sequential power share: 0%
  • Pwr Total: a little over 0.00009 W
  • Combinational power share: 100.0%
  • Lkg Pwr: roughly 0.26 nW
  • VDD IR-drop max: around 0.038 mV
  • Sw Share: between 30% and 40%
  • Power per Cell Area: between 100 and 150 mW/mm^2
  • Cell-internal power: 0.0000574 W

Drt
  • Routed via count: 426
  • Number of diodes: 0
  • Post-DR vias/cell: ~3.7
  • 1st-pass router iterations: 4
  • Starting DRC count in detailed routing: 4
  • Routed WL: between 1000 and 1500 microns
  • Antenna Nets Post-Route: 0
  • Routed len/inst: around 11 microns
  • Residual DRC count: 0

Setup path
  • Critical Path AT: 3440 ps
  • Top delay family on crit path: buffers and inverters
  • Worst-path cell chain: clkdlybuf4s50_1 > ha_1 > fa_1 > a211o_1 > nand4_1 > o311ai_4 > nor4_2 > clkdlybuf4s50_1
  • Most used cell, CP: clkdlybuf4s50_1
  • Worst Setup Start Kind: input port
  • Worst Setup End Kind: output pin
  • Critical path peak fanout: 3
  • Crit path largest cell delay: slightly above 500 ps
  • WP data required: approximately 3900 ps
  • Crit path buf inv count: 2
  • CP Class: input port to output pin
  • CP max stage cell: clkdlybuf4s50_1

Place
  • Detailed Place HPWL: between 1000 and 1500 microns
  • GPL Wtd Cong: approximately 0.76
  • IO Port Bufs: 27

Job
  • # Max-Cap Violations: 0
  • Tool warnings: 32

Clocking
  • Post-CTS setup buffer count: 0
  • CTS Hold Buffers Added: 0
  • Number of gates resized after cts: 0

Run status
  • Status: finished, final reports clean
-- metrics by stage --
| step | area (sq um) | worst slack [ps] | hold slack, ps | cells |
|---|---|---|---|---|
| floorplan | 407 | 1490 | 2070 | 43 |
| global route | 727 | 356 | 3090 | 115 |
| CTS | 727 | 463 | 3040 | 115 |
| detailed placement | 727 | 468 | 3030 | 115 |
| finish | 727 | 482 | 3020 | 115 |
| global placement | 727 | 498 | 3020 | 115 |
-- worst min-delay path: cells and delay by family --
kind	cells	cell delay, ps
buffers and inverters	3	910
adders and majority gates	1	160
-- layer usage --
layer / wire, microns / GRT usage [%]
met5: 0 / 0
met4: 0 / 0
met3: 84 / 1.14
met2: 569 / 6.26
met1: 648 / 5.69
-- cell type report --
cell class         instances  area, sq um  area share, %
well taps                 46         57.6           7.92
repair buffers            27          270           37.2
inverters                  2         7.51           1.03
multi-input cells         40          392           53.9
-- worst max path at each step --
| stage | end | cells past startpoint | slack [ps] | start |
|---|---|---|---|---|
| global route | Z | 8 | 360 | A[0] |
| CTS | Z | 8 | 460 | A[0] |
| finish | Z | 8 | 480 | A[0] |
-- power groups by stage --
| stage | Clock (W) | Sequential (W) | Combinational, W |
|---|---|---|---|
| after CTS | 0 | 0 | 0.0000960 |
| after global routing | 0 | 0 | 0.000104 |
| final | 0 | 0 | 0.0000935 |
-- cells by family (layout without fill, tap and decap cells) --
logic type,after synthesis,in the layout
AND/OR/NAND/NOR,14,14
XOR/XNOR,3,3
adder cells (fa/ha/maj),8,8
AND-OR/OR-AND,15,15
buffers and inverters,3,29
-- layout by cell type, fill, tap and decap left out, types with 2 or more instances in the layout --
| cell type | synthesis | routed |
|---|---|---|
| nor2_1 | 3 | 3 |
| nor3_1 | 2 | 2 |
| a21oi_1 | 4 | 4 |
| nor3b_1 | 2 | 2 |
| clkdlybuf4s50_1 | 0 | 27 |
| ha_1 | 7 | 7 |
| inv_1 | 2 | 2 |
| xor2_1 | 3 | 3 |
| o211ai_1 | 2 | 2 |
No activity file was given, so power comes from the tool's default toggle rates.
